## design/flow/config.mk

```make
export PLATFORM = sky130hd
export DESIGN_NAME = CIC
export DESIGN_NICKNAME = CIC
export VERILOG_FILES = /design/flow/design.v
export SDC_FILE = /design/flow/constraint.sdc
export NUM_CORES = 4
export LEC_CHECK = 1
export CORE_UTILIZATION = 30
```

## design/flow/run.sh

```bash
#!/bin/bash
# OpenROAD 26Q1-2900-gdf79404cd8, Yosys 0.63+post, stock flow scripts
make -C /OpenROAD-flow-scripts/flow DESIGN_CONFIG=/design/flow/config.mk WORK_HOME=/design/flow/orfs finish
```

## design/flow/constraint.sdc

```tcl
current_design CIC

set clk_period 10.3
set clk_io_pct 0.2

create_clock -name clk0 -period $clk_period [get_ports {clk}]

set non_clock_inputs [all_inputs -no_clocks]
set_input_delay [expr $clk_period * $clk_io_pct] -clock clk0 $non_clock_inputs
set_output_delay [expr $clk_period * $clk_io_pct] -clock clk0 [all_outputs]
```

## design/flow/design.v

```verilog
module CIC 
  (input wire               clk,
   input wire [7:0]		gain,
   input wire signed [11:0]  d_in,
   output reg signed [11:0]  d_out,
   output reg 				 d_clk);
  parameter width = 48;
  parameter decimation_ratio = 100;
  reg signed [width-1:0] d_tmp = 'b0, d_d_tmp = 'b0;
  reg signed [width-1:0] d1 = 'b0;
  reg signed [width-1:0] d2 = 'b0;
  reg signed [width-1:0] d3 = 'b0;
  reg signed [width-1:0] d4 = 'b0;
  reg signed [width-1:0] d6 = 'b0, d_d6 = 'b0;
  reg signed [width-1:0] d7 = 'b0, d_d7 = 'b0;
  reg signed [width-1:0] d8 = 'b0, d_d8 = 'b0;
  reg signed [width-1:0] d9 = 'b0, d_d9 = 'b0;
  reg signed [width-1:0] d_scale = 'b0;
  reg [15:0] count = 'b0;
  reg v_comb = 'b0;   
  reg d_clk_tmp = 'b0;
  always @(posedge clk)
    begin
      d1 <= d_in + d1;
      d2 <= d1 + d2;
      d3 <= d2 + d3;
      d4 <= d3 + d4;
      if (count == decimation_ratio - 1)
        begin
          count <= 16'b0;
          d_tmp <= d4;
          d_clk_tmp <= 1'b1;
          v_comb <= 1'b1;
        end else if (count == decimation_ratio >> 1)
          begin
            d_clk_tmp <= 1'b0;
            count <= count + 16'd1;
            v_comb <= 1'b0;
          end else
            begin
              count <= count + 16'd1;
              v_comb <= 1'b0;
            end
    end
  always @(posedge clk)   
    begin
      d_clk <= d_clk_tmp;
      if (v_comb)
        begin
          d_d_tmp <= d_tmp;
          d6 <= d_tmp - d_d_tmp;
          d_d6 <= d6;
          d7 <= d6 - d_d6;
          d_d7 <= d7;
          d8 <= d7 - d_d7;
          d_d8 <= d8;
          d9 <= d8 - d_d8;
			d_scale <= d9;
		  d_out <= d9[35:24];	
        end
    end		
endmodule
```

==> metrics.csv <==
metric,value,unit
enable_flop_cells,312,
cts_resized,0,
hold_path_end,d_clk,
area_contributors_post_synth,"edfxtp_1 35%, ha_1 13%, dfxtp_1 12%",
drt_iter0_markers,844,
vdd_drop_max,0.0001466,V
max_slew_margin,56.03,%
tritoncts_clock_tree,built,
cts-hold-fix-buffers,0,
seq_power_share,31.4,%
timing.final.setup_violations,0,
switching_power,3110,uW
clock_pin_slew_on_the_worst_setup_and_hold_paths,0.06,ns
max_freq,0.2128,GHz
run_status,completed,
finalWeightedCongestion,0.8632,
synth.lib_cells_used.distinct,85,
ff2ff_path_depth,12,
core_util_floorplan,30.39,%
flip_flop_and_latch_count_after_synthesis,475,
clkSinkCount,475,
post-route-drc-count,0,
grt_start_max_net_pins,128,
cts_max_level,2,
design.die.area,0.09115,mm^2
buffers_on_ports,25,
grt_pass1_wl,76.41,mm
drv.max_cap_violation_count,0,
p_clk_share,21.7,%
dieHeight,301.9,um
cts_max_path_buffers,3,
detail_route.first_pass.iterations,21,
cell_area_after_technology_mapping,0.02698,mm^2
grt-ovfl-total,0,
cpPeakStageDelay,0.43,ns
worst_r2r_startpoint,d_tmp[0],
grt_setup_unrepaired,false,
synth.cells.most_frequent,"312 x edfxtp_1, 281 x ha_1, 238 x a21oi_1",
cp_cell_sequence,clkdlybuf4s50_1 > ha_1 > fa_1 > a211oi_1 > o211ai_1 > o211a_1 > a221oi_2 > o41ai_2 > a211oi_1 > o21ba_2 > o21ai_1 > xor2_1,
first_global_vias,16810,
via_count,17410,
number_of_cells_produced_by_synthesis,2545,
worst_path_most_repeated_cell,a211oi_1,
fin_tns_setup,0,ns
tally_of_yosys_warning_messages,1,
detail-route-antenna-nets,0,
post_drt_via_cell_ratio,4.589,
timing_hold_violations_final,0,
post_route_cells_drive_above_1_share,4.679,%
hold_path_startpoint,d_clk_tmp,
worst_skew_pair.late_latency,0.58,ns
placed_cell_area,0.02862,mm^2
comb_power_share,46.9,%
synth_chip_area,0.02698,mm^2
final_util,34.14,%
groute.usage.overall,10.18,%
drt_wl_total,43.64,mm
route.detailed.wl_per_inst,11.50,um
end_of_the_worst_register_to_register_path,d6[34],
ys_cells,2545,
rows,109,
post_cts.repair.setup_buffers,0,
data_required_critical_path,10.76,ns
post-synth-top-area-cell,edfxtp_1,
flow.area_growth_from_synthesis,12.33,%
min_path_cells,0,
crit_fanout,3,
n_antenna_cell,0,
pwr_density_cell,279.4,mW/mm^2
final_design_area_no_fill,0.03031,mm^2
numCtsBuffers,50,
swShare,36.71,%
synth_sequential_area_ratio,46.81,%
period_used_share,45.62,%
placeableCoreArea,0.08878,mm^2
worst_pin_slew,0.6595,ns
leakage,0.01244,uW
cp_slowest_cell,fa_1,
boundaryPins,34,
fin_crit,4.699,ns
average_cell_area_after_synthesis,10.60,um^2
timing.critical_path.to_type,flip-flop,
path_class,primary input to flip-flop,
slew_violations,0,
power.internal,5360,uW
die_x,301.9,um
post_synth_top_flop,edfxtp_1,
yosysTopAreaCellShare,34.72,%
clock_tree.root_cell,clkbuf_16,
startpoint_type,primary input,
async_flop_share,0,%
timing.critical_path.arrival,5.15,ns
rrSetupSlack,6.95,ns
antenna_violations_before_repair,0,
skew,0.02124,ns
number_of_warnings_the_tools_reported,38,
detailedPlacementHpwl,32.13,mm
hold_class,flip-flop to flip-flop,
synth.most_common_cell,edfxtp_1,
-- worst max path at each step --
stage / startpoint / end / slack (ns) / depth (start not counted)
4_1_cts: d_in[0] / d1[32] / 5.65 / 12
5_1_grt: d_in[11] / d1[35] / 5.45 / 11
6_report: d_in[0] / d1[32] / 5.60 / 12
-- routing by layer --
layer / wire (um) / up-vias / global-route usage (%)
li1: - / 9456 / -
met1: 21880 / 7692 / 14.99
met2: 19260 / 179 / 16.27
met3: 1370 / 83 / 1.651
met4: 1134 / 0 / 2.285
met5: 0 / - / 0
-- stage by stage --
stage / hold WS [ns] / setup WS [ns] / cells / power (uW)
after floorplan: 0.3314 / 3.311 / 2545 / 5948
after global placement: 0.3525 / 4.996 / 3703 / 6629
after detailed placement: 0.3586 / 5.025 / 3703 / 6649
after CTS: 0.3636 / 5.646 / 3794 / 8551
after global routing: 0.3764 / 5.452 / 3794 / 9202
final: 0.3597 / 5.601 / 3794 / 8470
-- layout by cell type, fill, tap and decap left out, drive strengths merged, types with 25 or more instances in the layout --
cell / instances
edfxtp: 312
clkbuf: 63
a21o: 133
inv: 212
nand4: 42
a21oi: 242
nor2: 130
xor2: 78
nand2: 131
nand2b: 33
ha: 281
o21bai: 31
nor3: 34
nor2b: 38
o21ai: 152
dfxtp: 163
a31oi: 27
clkdlybuf4s50: 25
o21a: 27
xnor2: 174
and3: 27
nand3: 42
-- registers in the layout, indices dropped and copies added (netlist names), 12 cells and up --
signal	count
d_tmp	36
d7	36
count	16
d1	36
d_d7	36
d_d6	36
d_d8	36
d3	36
d4	36
d_d_tmp	36
d_out	12
d6	36
d2	36
d8	36
d9	12
-- power groups by stage --
stage         Combinational (uW)  Clock, uW  Sequential, uW
CTS                         3980       1910            2660
global route                4510       1990            2710
finish                      3970       1840            2660
-- layout make-up --
type	count	area (um^2)
fillers	8646	58470
flip-flops and latches	475	12640
clock buffers	63	1363
repair buffers	29	305.3
inverters	211	792.0
multi-input cells	1823	13430
clock inverters	28	326.6
well taps	1165	1458
-- cell families (layout without fill, tap and decap cells) --
group,count (synthesis),after routing,synth area share (%)
and+or+nand+nor,535,535,9.909
DFF,475,475,46.81
adders and majority gates,288,288,13.55
buffers and inverters,247,331,3.445
muxes,4,4,0.1484
AOI/OAI and AO/OA,744,744,17.95
xor gates and xnor gates,252,252,8.180
-- critical path: cells and delay by family --
kind,cells,cell delay [ns]
xor gates and xnor gates,1,0.14
buffers and inverters,1,0.40
AOI/OAI and AO/OA,8,1.88
adders and majority gates,2,0.66
Power figures rest on the tool's default switching activity, not on a simulated workload.
