==> flow/design.v <==
module FM_demodule (
    input signed [11:0] I_in,
    input signed [11:0] Q_in,
    input clk,
    output signed [11:0] Demod_out
);
reg signed [11:0] I_delay1 = 'b0;
reg signed [11:0] Q_delay1 = 'b0;
reg signed [11:0] I_delay2 = 'b0;
reg signed [11:0] Q_delay2 = 'b0;
always @(posedge clk) begin
    I_delay1 <= I_in;
    Q_delay1 <= Q_in;
    I_delay2 <= I_delay1;
    Q_delay2 <= Q_delay1;
end
wire signed [23:0] I_times_Q_delay_full;
wire signed [23:0] Q_times_I_delay_full;
multi_12bit I_x_Q (.Clock(~clk), .ClkEn('b1), .Aclr('b0), .DataA(I_delay1), .DataB(Q_delay2), 
    .Result(I_times_Q_delay_full));
multi_12bit Q_x_I (.Clock(~clk), .ClkEn('b1), .Aclr('b0), .DataA(Q_delay1), .DataB(I_delay2), 
    .Result(Q_times_I_delay_full));
reg signed [31:0] out = 'b0;
always @(posedge clk) begin
    out <= Q_times_I_delay_full - I_times_Q_delay_full;
end
assign Demod_out = out[21:10];
endmodule
module AM_demodule (
    input signed [11:0] I_in,
    input signed [11:0] Q_in,
    input clk,
    output reg signed [11:0] Demod_out
);
reg signed [11:0] abs_I = 'b0;
reg signed [11:0] abs_Q = 'b0;
reg signed [12:0] abs_sum = 'b0;
reg signed [12:0] audio_dc = 'b0;
always @(posedge clk) begin
    if(I_in < 0) begin
        abs_I <= -I_in;
    end
    else begin
        abs_I <= I_in;
    end
    if(Q_in < 0) begin
        abs_Q <= -Q_in;
    end
    else begin
        abs_Q <= Q_in;
    end
end
always @(negedge clk) begin
    if (abs_I > abs_Q) begin
        abs_sum <= abs_I + (abs_Q >> 2);
    end
    else begin
        abs_sum <= abs_Q + (abs_I >> 2);
    end
end
always @(posedge clk) begin
    audio_dc <= abs_sum + (audio_dc - audio_dc >>> 5);
    Demod_out <= abs_sum - audio_dc >>> 5;
end
endmodule
==> flow/run.sh <==
#!/bin/bash
# OpenROAD 26Q1-2900-gdf79404cd8, Yosys 0.63+post, stock flow scripts
make -C /OpenROAD-flow-scripts/flow DESIGN_CONFIG=/design/flow/config.mk WORK_HOME=/design/flow/orfs finish
==> flow/config.mk <==
export PLATFORM = sky130hd
export DESIGN_NAME = AM_demodule
export DESIGN_NICKNAME = AM_demodule
export VERILOG_FILES = /design/flow/design.v
export SDC_FILE = /design/flow/constraint.sdc
export NUM_CORES = 4
export LEC_CHECK = 1
export CORE_UTILIZATION = 50
==> flow/constraint.sdc <==
current_design AM_demodule

set clk_period 3.8
set clk_io_pct 0.2

create_clock -name clk0 -period $clk_period [get_ports {clk}]

set non_clock_inputs [all_inputs -no_clocks]
set_input_delay [expr $clk_period * $clk_io_pct] -clock clk0 $non_clock_inputs
set_output_delay [expr $clk_period * $clk_io_pct] -clock clk0 [all_outputs]
==> job_summary.md <==
## Implementation flow summary

| Metric | Value |
|---|---|
| Worst ir drop on vdd | 0.250 mV |
| Maximum fanout encountered on the critical timing path | 8 |
| Height of the die | 85.6 µm |
| Max-cap violation count | 0 |
| Critical path start-end classification | reg2reg |
| Global router's overall resource usage | 21.1% |
| Start of the worst register-to-register path | abs_Q[9]$_DFF_P_ |
| Maximum number of pins on one net before global-route repair | 13 |
| H-tree level count | 3 |
| Placeable core region | 6760 µm² |
| Path type of the worst min-delay path | reg2reg |
| Layout cell share with drive strength beyond 1 | approximately 24% |
| Violated checks | setup timing |
| Final number of hold-violating endpoints | 0 |
| First-pass GRT wire length | 12.4 mm |
| Number of I/O pins | 37 |
| Layout Cells excl Fill | 560 |
| Fraction of the core area occupied by cells at floorplan | roughly half |
| Delay of the slowest cell on the worst path | between 0.3 and 0.4 ns |
| Tally of nets with antenna violations remaining after routing | 0 |
| Clock root buffer master | sky130_fd_sc_hd__clkbuf_8 |
| Number of DRC violations after detailed routing | 0 |
| Kind of end point of the critical path | register |
| Worst EP required | 2.15 ns |
| Number of global-route vias before repair | 2,908 |
| Number of synthesized flops with an enable pin | 0 |
| Clock net sink count | 58 |
| Post-DR wirelength/cell | 12.2 µm |
| Site Rows | 30 |
| Worst hold path depth | 3 |
| Cell chain of the critical path | inv_1, ha_1, nand3_1, nand2_1, a2111oi_4, mux2_4, buf_12, mux2i_1 |
| Cts-stage hold buffer count | 0 |
| Clock buffer depth | 2 |
| Remaining Overflow, GRT | 0 |
| Clock slew seen by the registers of the worst setup and hold paths | 0.07 ns |
| Register area share after synthesis | 33.2% |
| Placed standard-cell area | 4260 µm² |
| Kind of launch point of the worst setup path | register |
| OpenROAD warning count | approximately 42 |
| Critical path arrival | 2.24 ns |
| Placed Instances | around 530 |
| Number of instances in the synthesized netlist | roughly 370 |
| Sum of net half-perimeters after detailed placement | 5.41 mm |
| Synthesis-to-layout area growth | 38.0% |
| Worst Max-Slew Pin Slew | between 0.3 and 0.4 ns |
| Tally of filler cells in the layout | 487 |
| Width of the die | 85.6 µm |
| Number of CTS-inserted buffers | 9 |
| Area of all placed cells without fillers | between 4000 and 5000 µm² |
| Cell total in the yosys stat output | 374 |
| Startpoint of the lowest-slack hold path | audio_dc[11]$_DFF_P_ |
| Unrepaired setup endpoints after global routing | true |
| Lkg Pwr | 2.21 nW |
| Mean Syn Cell Area | slightly above 9 µm² |
| Via density per instance | 5.13 |
| CTS tree | done |
| Proportion of synthesized flip-flops having asynchronous set or reset | 0% |
| Final Max Slew Viols | 0 |
| Number of design-rule violations left by the first detailed-router iteration | slightly above 80 |
| Synth top area share | around 33% |
| Post-synthesis instance area | about 3500 µm² |
| Main synth FF type | sky130_fd_sc_hd__dfxtp_1 |
| Least setup slack across all paths after layout | -0.0952 ns |
| Total via count in the routed design | 2,875 |
| Register-to-Register Setup Slack | -0.1 ns |
| FF-to-FF path depth | 8 |
| Post-synth area from yosys stat | approximately 3500 µm² |
| Insertion delay at the late pin of the worst-skew pair | 0.37 ns |
| Sum of routed wire length over all layers | 6.81 mm |
| Worst hold margin | 0.634 ns |
| WHS Endpoint | Demod_out[6]$_DFF_P_ |
| Total of flip-flops plus latches after synthesis | 58 |
| Final setup violation count | 13 |
| End of the worst register-to-register path | abs_sum[8]$_DFF_N_ |
| Cell type of the slowest stage on the worst timing path | sky130_fd_sc_hd__mux2_4 |
| Cell type contributing the most total cell area after synthesis | sky130_fd_sc_hd__dfxtp_1 |
| Total Neg Setup Slack | -1.06 ns |
| Status | complete, but fails checks |
| Top post-synthesis cells by area | sky130_fd_sc_hd__dfxtp_1 33%, sky130_fd_sc_hd__ha_1 17%, sky130_fd_sc_hd__xnor2_1 7.3% |
| Count of input and output buffers | 36 |
| Cell variety after synth | 48 |
| Post-placement setup slack | -0.240 ns |
| Initial antenna violation count | 0 |
| Synth warnings | 1 |
| Worst rel slew slack | 73.7% |
| Power per Cell Area | around 660 nW/µm² |
| Worst clock skew | 0.0479 ns |
| Antenna diodes | 0 |
| Global placer's final weighted congestion | 0.865 |
| Count of TritonRoute iterations in the first routing pass | 4 |
| Total Die Area | 7330 µm² |
-- final cells by class --
type | count | area, µm² | area share [%]
multi-input cells | 278 | 2390 | 49.6
flip-flops and latches | 58 | 1180 | 24.4
repair buffers | 85 | 752 | 15.6
clock buffers | 13 | 191 | 3.97
inverters | 30 | 113 | 2.34
well taps | 80 | 100 | 2.08
clock inverters | 16 | 96.3 | 2.00
-- worst max-delay path by stage --
stage | cells past startpoint | startpoint | to
6_report | 8 | abs_Q[9]$_DFF_P_ | abs_sum[8]$_DFF_N_
5_1_grt | 8 | abs_Q[9]$_DFF_P_ | abs_sum[8]$_DFF_N_
4_1_cts | 8 | abs_Q[1]$_DFF_P_ | abs_sum[1]$_DFF_N_
-- per-layer routing --
| layer | share of wire, % | vias to the layer above | track usage [%] |
|---|---|---|---|
| met5 | 0 | - | 0 |
| met4 | 1.1 | 0 | 2.73 |
| met3 | 2.5 | 8 | 3.03 |
| met2 | 48 | 42 | 37.7 |
| met1 | 48 | 1292 | 28.4 |
| li1 | - | 1533 | - |
-- logic make-up after synthesis --
| logic type | count (synthesis) | synth area share [%] |
|---|---|---|
| buffers and inverters | 38 | 4.73 |
| AOI/OAI and AO/OA | 92 | 17.5 |
| xor gates and xnor gates | 42 | 10.5 |
| DFF | 58 | 33.2 |
| and+or+nand+nor | 81 | 11.8 |
| muxes | 14 | 4.22 |
| adders and majority gates | 49 | 18.0 |
-- registers in the layout, summed over array words and instances, names as in the netlist --
| register | flops |
|---|---|
| audio_dc | 13 |
| abs_sum | 13 |
| abs_Q | 12 |
| Demod_out | 8 |
| abs_I | 12 |
-- what timing repair did --
action,CTS,global route
pin swaps,20,9
buffers inserted,2,3
endpoints found under the setup margin,16,17
resized,36,11
-- synth_stat cells (2+ instances only) --
master	instances
sky130_fd_sc_hd__mux2i_1	11
sky130_fd_sc_hd__dfxtp_1	58
sky130_fd_sc_hd__ha_1	47
sky130_fd_sc_hd__and3_1	3
sky130_fd_sc_hd__clkbuf_1	2
sky130_fd_sc_hd__a21o_1	10
sky130_fd_sc_hd__nor2b_1	4
sky130_fd_sc_hd__nor4b_1	2
sky130_fd_sc_hd__xnor2_1	29
sky130_fd_sc_hd__o211ai_1	2
sky130_fd_sc_hd__buf_4	4
sky130_fd_sc_hd__nor2_1	21
sky130_fd_sc_hd__o21ai_0	25
sky130_fd_sc_hd__or4_1	4
sky130_fd_sc_hd__fa_1	2
sky130_fd_sc_hd__or3_1	3
sky130_fd_sc_hd__o31ai_1	7
sky130_fd_sc_hd__nand3_1	5
sky130_fd_sc_hd__xor2_1	13
sky130_fd_sc_hd__a21oi_1	25
sky130_fd_sc_hd__o41ai_2	2
sky130_fd_sc_hd__inv_1	31
sky130_fd_sc_hd__nand4_1	4
sky130_fd_sc_hd__nor3_1	3
sky130_fd_sc_hd__mux2_2	2
sky130_fd_sc_hd__or2_2	4
sky130_fd_sc_hd__nand2b_1	6
sky130_fd_sc_hd__a211oi_1	5
sky130_fd_sc_hd__nand2_1	19
sky130_fd_sc_hd__o21a_1	3
-- critical path: cells and delay by family (launching register included) --
kind                       cells  cell delay, ns
muxes                          2            0.50
buffers and inverters          2            0.21
adders and majority gates      1            0.29
DFF                            1            0.33
and+or+nand+nor                2            0.19
AOI/OAI and AO/OA              1            0.37
-- report_power, final --
group	internal, mW	total (mW)	switching, mW
Sequential	0.821	0.911	0.0898
Combinational	0.908	1.60	0.695
Clock	0.421	0.691	0.270
Total	2.15	3.20	1.05
-- per-stage QoR --
step	total power [mW]	utilization (%)
after CTS	3.13	70.3
final	3.20	71.4
after floorplan	1.84	-
after global routing	3.48	71.4
after global placement	2.27	63.0
after detailed placement	2.29	63.0
-- cells in the final DEF (no fill, tap or decap), types with 5 or more instances in the layout --
master / Yosys / final
sky130_fd_sc_hd__buf_4: 4 / 45
sky130_fd_sc_hd__nand3_1: 5 / 5
sky130_fd_sc_hd__inv_1: 31 / 42
sky130_fd_sc_hd__nand2b_1: 6 / 6
sky130_fd_sc_hd__ha_4: 0 / 10
sky130_fd_sc_hd__a21o_1: 10 / 10
sky130_fd_sc_hd__dfxtp_1: 58 / 46
sky130_fd_sc_hd__o21ai_0: 25 / 21
sky130_fd_sc_hd__ha_1: 47 / 36
sky130_fd_sc_hd__nand2_1: 19 / 18
sky130_fd_sc_hd__o31ai_1: 7 / 6
sky130_fd_sc_hd__mux2i_1: 11 / 11
sky130_fd_sc_hd__nor2_1: 21 / 21
sky130_fd_sc_hd__clkdlybuf4s50_1: 0 / 36
sky130_fd_sc_hd__a21oi_2: 0 / 6
sky130_fd_sc_hd__xor2_1: 13 / 13
sky130_fd_sc_hd__a21oi_1: 25 / 19
sky130_fd_sc_hd__xnor2_1: 29 / 29
sky130_fd_sc_hd__dfxtp_2: 0 / 12
sky130_fd_sc_hd__clkbuf_8: 0 / 10
Power and IR drop assume default switching activity.
